<file path="flow/config.mk">
export PLATFORM = sky130hd
export DESIGN_NAME = mul8s_fast
export DESIGN_NICKNAME = mul8s_fast
export VERILOG_FILES = /design/flow/design.v
export SDC_FILE = /design/flow/constraint.sdc
export NUM_CORES = 4
export LEC_CHECK = 1
export CORE_UTILIZATION = 40
</file>
<file path="flow/constraint.sdc">
current_design mul8s_fast

set clk_period 10.9
set clk_io_pct 0.2

create_clock -name clk0 -period $clk_period

set non_clock_inputs [all_inputs -no_clocks]
set_input_delay [expr $clk_period * $clk_io_pct] -clock clk0 $non_clock_inputs
set_output_delay [expr $clk_period * $clk_io_pct] -clock clk0 [all_outputs]
</file>
<file path="flow/design.v">
module mul8s_fast (
    input  signed [7:0] a,
    input  signed [7:0] b,
    output signed [15:0] y
);
    wire signed [15:0] pp [7:0];
    genvar i;
    generate
        for (i = 0; i < 8; i = i + 1) begin : PARTIALS
            assign pp[i] = b[i] ? ($signed(a) <<< i) : 16'sb0;
        end
    endgenerate
    assign y = pp[0] + pp[1] + pp[2] + pp[3]
             + pp[4] + pp[5] + pp[6] + pp[7];
endmodule
</file>
<file path="flow/run.sh">
#!/bin/bash
# OpenROAD 26Q1-2900-gdf79404cd8, Yosys 0.63+post, stock flow scripts
make -C /OpenROAD-flow-scripts/flow DESIGN_CONFIG=/design/flow/config.mk WORK_HOME=/design/flow/orfs finish
</file>
==> Changelog: implementation <==
### Implementation results

- Largest stage delay on the critical path: 660 ps
- # hold bufs at CTS: 0
- Wire length of the first global-routing pass: 7086 um
- Final Instance Area: 2587 um2
- Global route total overflow: 0
- Worst Path Required: 8720 ps
- Highest-delay cell along the critical path: sky130_fd_sc_hd__fa_1
- Number of input and output port buffers inserted: 32
- Number of filler instances in the final layout: 511
- Count of max-cap constraint violations: 0
- Class of the worst hold path: in2out
- Total negative slack: 0 ps
- RSZ-0062 raised after global routing: no
- Post-CTS setup buffer count: 0
- Largest net degree at the start of global routing: 9
- Min Clock Period, post-route: 9270 ps
- DRC violation total after the first TritonRoute iteration: 60
- Endpoint type of the worst setup path: output port
- Top cell area share: 48.68%
- Vias after detailed routing: 1647
- Number of slew-limit violations in the final report: 0
- Post-synthesis cell type count: 21
- Site Rows: 26
- Number of setup violations in the final report: 0
- Most popular library cell in the synthesized design by count: sky130_fd_sc_hd__inv_1
- Post-route worst hold slack: 5445 ps
- Multi-input combinational cell area: 1954 um2
- Flip-flop and latch area: 0 um2
- Critical setup path kind: in2out
- ANT nets after route: 0
- Remaining routing DRC violations: 0
- Upper clock frequency limit: 107.9 MHz
- Final antenna diode count: 0
- Max-slew headroom: 78.53%
- Total cells reported by yosys after synthesis: 244
- Post-synth area from yosys stat: 2180 um2
- Syn_area_per_cell: 8.933 um2
- Std-Cell Core Area: 5172 um2
- Post-layout power: 0.5922 mW
- Die area: 5748 um2
- Total tool warning count: 32
- Top cell type by total area after synthesis: sky130_fd_sc_hd__fa_1
- Count of buffer and inverter cells on the critical path: 4
- Antenna violations before repair: 0
- All-Layer GR Usage: 17.05%
- TritonRoute pass-1 iters: 4
- Fraction of final layout cells sized beyond drive strength 1: 1.449%
- Chain of cells forming the critical path: clkdlybuf4s50_1 > and2_1 > fa_1 > inv_1 > fa_1 > fa_1 > fa_1 > inv_1 > ha_1 > a21oi_1 > o21ai_0 > a211oi_1 > xnor2_1 > clkdlybuf4s50_1
- Detail-routed via count per cell: 4.760
- Synth-to-layout area growth: 18.71%
- Number of global-route vias before repair: 1618
- Period utilisation layout: 85.04%
- DPL Wire Length: 3685 um
- Critical path launch point type: primary input
- Detailed Route WL: 4116 um
- Number of clock buffers in the layout: 0
- Starting utilization of the core area: 42.14%
- RePlAce Congestion: 0.8974
- Final tally of hold violations: 0
- Max Fanout on Critical Path: 8
- Most used cell, CP: sky130_fd_sc_hd__fa_1
- Transition at the pin with the smallest max-transition slack: 320.6 ps
- Final routed wire length divided by cell count: 11.90 um
- Number of flip-flops and latches: 0
- Largest cells by area after synthesis: sky130_fd_sc_hd__fa_1 (49%), sky130_fd_sc_hd__and2_1 (12%), sky130_fd_sc_hd__ha_1 (11%), sky130_fd_sc_hd__inv_1 (10%), sky130_fd_sc_hd__nand2_1 (4.5%)
- Cell area after synthesis: 2180 um2
- Placement Cell Area: 2587 um2
- Die Wd: 75.82 um
- Dominant delay contributor by cell family on the critical path: adder cells
- Leak: 1.247 nW
- Worst-case vdd ir drop: 0.0002418 V
- Most frequent cells after synthesis: sky130_fd_sc_hd__inv_1 (60), sky130_fd_sc_hd__fa_1 (53), sky130_fd_sc_hd__and2_1 (41)
- Post-CTS resize count: 0
- IO Count: 32
- Count of yosys warnings during synthesis: 1
- Share of synthesized area occupied by flip-flops and latches: 0%
- Data arrival time of the worst path: 7090 ps
- Power per cell area: 228.9 nW/um2
- Result of the run: finished clean
- Synthesized instance count: 244
- Die Y: 75.82 um
[layout make-up]
cell class / count / area share, %
inverters: 60 / 8.704
multi-input cells: 184 / 75.53
repair buffers: 32 / 12.38
well taps: 70 / 3.385
[power breakdown]
group	total, mW	leakage (nW)	switching (mW)	internal [mW]
Sequential	0	0	0	0
Combinational	0.592	1.25	0.251	0.341
Clock	0	0	0	0
[placed cells by master (no fill, tap or decap), drive strengths merged, types with 2 or more instances in the layout]
master	synthesis	final
a21oi	6	6
and2	41	41
clkdlybuf4s50	0	32
fa	53	53
ha	19	19
inv	60	60
nand2	26	26
nand3	7	7
nor2	7	7
nor2b	2	2
o211ai	3	3
or3	2	2
xnor2	9	9
xor2	3	3
[logic make-up (layout without fill, tap and decap cells)]
group / Yosys count / count (layout) / share of synthesized area, %
simple gates: 87 / 87 / 21.13
fa+ha+maj: 72 / 72 / 59.59
buf+inv: 60 / 92 / 10.33
compound gates: 13 / 13 / 4.133
xor+xnor: 12 / 12 / 4.822
[routing by layer]
layer / track usage (%) / routed length (um) / vias up
met4: 0 / 0 / 0
met1: 26.56 / 1826 / 837
met3: 1.340 / 111 / 0
li1: - / - / 788
met5: 0 / 0 / -
met2: 29.40 / 2178 / 22
[path summary, 6_finish.rpt]
path | from | end | slack [ps] | cells past startpoint
setup / recovery | a[7] | y[14] | 1630 | 14
hold / removal | b[0] | y[0] | 5450 | 3
[per-stage QoR]
step	instances	worst slack, ps	util [%]
global route	346	1286	50.02
global placement	346	1645	50.02
finish	346	1630	50.02
CTS	346	1592	50.02
detailed placement	346	1597	50.02
floorplan	244	2933	-
Power and IR drop assume default switching activity.

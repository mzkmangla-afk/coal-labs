==> design/flow/design.v <==
module mul8u_seq (
    input        clk,
    input        rst,
    input  [7:0] a,
    input  [7:0] b,
    output reg [15:0] y,
    output reg   ready
);
    reg [15:0] multiplicand;
    reg [7:0]  multiplier;
    reg [3:0]  count;
    always @(posedge clk or posedge rst) begin
        if (rst) begin
            multiplicand <= 0;
            multiplier   <= 0;
            y            <= 0;
            count        <= 0;
            ready        <= 0;
        end else begin
            if (count == 0) begin
                multiplicand <= {8'b0, a};
                multiplier   <= b;
                y            <= 0;
                ready        <= 0;
                count        <= 1;
            end else if (count <= 8) begin
                if (multiplier[0])
                    y <= y + multiplicand;
                multiplicand <= multiplicand << 1;
                multiplier   <= multiplier >> 1;
                count        <= count + 1;
                if (count == 8)
                    ready <= 1;
            end
        end
    end
endmodule
==> design/flow/run.sh <==
#!/bin/bash
# OpenROAD 26Q1-2900-gdf79404cd8, Yosys 0.63+post, stock flow scripts
make -C /OpenROAD-flow-scripts/flow DESIGN_CONFIG=/design/flow/config.mk WORK_HOME=/design/flow/orfs finish
==> design/flow/config.mk <==
export PLATFORM = sky130hd
export DESIGN_NAME = mul8u_seq
export DESIGN_NICKNAME = mul8u_seq
export VERILOG_FILES = /design/flow/design.v
export SDC_FILE = /design/flow/constraint.sdc
export NUM_CORES = 4
export LEC_CHECK = 1
export CORE_UTILIZATION = 30
==> design/flow/constraint.sdc <==
current_design mul8u_seq

set clk_period 8.2
set clk_io_pct 0.2

create_clock -name clk0 -period $clk_period [get_ports {clk}]

set non_clock_inputs [all_inputs -no_clocks]
set_input_delay [expr $clk_period * $clk_io_pct] -clock clk0 $non_clock_inputs
set_output_delay [expr $clk_period * $clk_io_pct] -clock clk0 [all_outputs]
==> changes_impl.md <==
### Metrics

- WHS Endpoint: multiplier[0]$_DFFE_PP0P_
- # Max-Cap Violations: 0
- Crit. End Element: output port
- Setup Viol. Count Final: 0
- Sequential power share: 0.423
- Clock sinks: 45
- Bufs and invs on worst path: 1
- Min Clock Period, post-route: ~2900 ps
- Num CTS Buffers: 5
- Hold Path Cell Cnt: 2
- Yosys stat area: 2400 um2
- Data arrival, critical path: 1230 ps
- Number of global-route vias before repair: 1807
- Hold Vio Cnt, Final: 0
- WL final: between 5000 and 6000 um
- CTS root buf: clkbuf_8
- Int Pwr: ~450 uW
- VDD IR-drop max: 78.0 uV
- DRT Pass-1 Iters: 4
- Power share of the clock group: 0.225
- GRT overflow: 0
- TritonCTS clock tree: built
- DR DRC count: 0
- Vias per Instance: ~5.0
- CP startpoint kind: register
- Iteration-0 DRC Markers: 64
- WL/cell: 13.5 um
- Worst-skew pair later-pin latency: 300 ps
- Slowest-stage cell, CP: clkdlybuf4s50_1
- Post-Syn Area: 2400 um2
- Avg Inst Size Synth: 9.65 um2
- Critical R2R Capture: y[15]$_DFFE_PP0P_
- Utilization after layout: 0.381
- Hold_buf cts: 0
- Port bufs: 34
- Max Fanout on Critical Path: 4
- CP max stage delay: 490 ps
- Initial antenna violation count: 0
- Fp_density: 0.311
- Sw Share: 0.313
- Period utilization: 0.351
- Number of cells in Yosys stat: 249
- Worst path required time: 6560 ps
- H-tree depth: 2
- RSZ-0062 raised after global routing: false
- Worst hold path type: reg2reg
- Setup TNS: 0 ps
- Power Density: 222 nW/um2
- Layout cell share with drive strength beyond 1: 0.0739
- Die height: 91.5 um
- Sw Pwr: 205 uW
- # diodes: 0
- Max-slew violation count: 0
- Placed Area: between 2000 and 3000 um2
- Synth Instances: 249
- Clock Path Buffers: 2
- Combinational share of power: 0.352
- Vias: approximately 1900
- Worst relative slew slack: 0.546
- Total tool warning count: 26
- Yosys cell types: 43
- Status: completed
- R2R Setup Slk: slightly below 6000 ps
- Rows: 32
- Synth-to-Final Area Change: 22.6%
- Clk slew on worst S/H paths: 90 ps
- Synth Warn #: 1
- Fmax: approximately 0.35 GHz
- Reg-to-Reg Start: count[0]$_DFFE_PP0P_
- Lkg Pwr: 0.00137 uW
- Die area: 8370 um2
- Top delay family on crit path: buffers and inverters
- Gr usage total: 0.134
- Remaining antenna violation count: 0
- Setup CP Type: reg2out
- DP Wirelength: 3630 um
- Num ports: 35
- Postcts setup bufs: 0
- Register area share after synthesis: 0.469
- Final worst clock skew: 8.09 ps
- DIE WIDTH: 91.5 um
- Worst path cell trace: clkdlybuf4s50_1
- Routability Congestion: approximately 0.85
- Flops out of synthesis: 45
- First-pass GRT wire length: 8840 um
- # resized after CTS: 0
- Hold path start: multiplier[1]$_DFFE_PP0P_
- Fin area: 2950 um2
- Core area: 7730 um2
- Tot Pwr: between 600 and 700 uW
- Largest net degree at the start of global routing: 46
- Path depth of the worst reg2reg path: 8
- Worst-Margin Slew: 679 ps
[synthesized netlist by cell type (all sizes together)]
library cell,n,area [um2]
o21bai,2,15.0
ha,17,213
a32oi,1,8.76
a31o,1,8.76
clkbuf,6,22.5
inv,10,37.5
and3b,1,8.76
and3,3,20.0
a22o,13,114
o21ai,20,100
fa,1,20.0
dfrtp,45,1130
a21o,2,15.0
xor2,5,43.8
nor2,35,139
or2,1,6.26
nand3b,1,7.51
nand3,2,10.0
or4,1,11.3
nand2,24,90.1
o211ai,1,12.5
nor3,1,5.00
a31oi,1,6.26
o2bb2ai,1,8.76
o21a,1,7.51
and2,1,8.76
o22ai,14,87.6
a32o,1,10.0
o31ai,2,15.0
xnor2,6,52.6
a211o,1,10.0
nand2b,1,6.26
a21oi,17,88.8
o211a,1,10.0
a21boi,1,7.51
buf,3,13.8
nand4,4,25.0
mux2,1,11.3
[flip-flops by register name, indices dropped and copies added (netlist names)]
register / cells
y: 16
count: 4
ready: 1
multiplier: 8
multiplicand: 16
[cells in the final DEF, fill, tap and decap left out, types with 2 or more instances in the layout]
cell type        instances
a21o_1                   2
a21oi_1                 16
a22o_1                  13
and3_1                   2
buf_4                    2
clkbuf_8                 6
clkdlybuf4s50_1         34
dfrtp_1                 45
ha_1                    17
inv_1                    9
nand2_1                 24
nand3_1                  2
nand4_1                  4
nor2_1                  34
o21ai_0                 19
o21bai_1                 2
o22ai_1                 14
o31ai_1                  2
xnor2_1                  6
xor2_1                   5
[layout make-up]
type | instances | area, um2
multi-input combinational | 185 | 1200
tap | 102 | 128
inverter | 10 | 37.5
clock buffer | 6 | 82.6
clock inverter | 2 | 13.8
sequential | 45 | 1130
fill | 774 | 4780
timing repair buffer | 36 | 355
[per-layer routing]
layer  GRT usage  share of wire
met1       0.214           0.51
met5           0              0
met4      0.0119          0.010
met2       0.207           0.45
met3      0.0187          0.037
[power groups by stage]
stage	clock, uW	sequential, uW	combinational, uW
final	147	277	230
after global routing	159	283	260
after CTS	151	279	232
[how the worst max path moves through the flow]
stage / startpoint / end / slack [ps] / cells after the start
CTS: y[1]$_DFFE_PP0P_ / y[1] / 5320 / 1
global route: y[1]$_DFFE_PP0P_ / y[1] / 5270 / 1
finish: y[1]$_DFFE_PP0P_ / y[1] / 5330 / 1
[per-stage QoR]
stage / hold WS, ps / worst slack [ps] / cells
2_1_floorplan: 454 / 5500 / 249
3_3_place_gp: 479 / 5630 / 378
3_5_place_dp: 489 / 5640 / 378
4_1_cts: 512 / 5320 / 386
5_1_grt: 529 / 5270 / 386
6_report: 505 / 5330 / 386
[worst reg2reg max path: stages (launching register included)]
cell      delay, ps
dfrtp_1         430
inv_1            80
ha_1            190
nand2b_1        130
and2_4          240
nor2_4          240
nand2_1         350
or4_4           620
o211ai_2         70
[kinds of logic (layout without fill, tap and decap cells)]
family / count (synthesis) / count (layout) / synth area share
buf+inv: 19 / 54 / 0.0307
compound gates: 80 / 80 / 0.219
fa+ha+maj: 18 / 18 / 0.0968
mux: 1 / 1 / 0.00468
simple gates: 75 / 75 / 0.141
xor+xnor: 11 / 11 / 0.0401
flops: 45 / 45 / 0.469
Power figures rest on the tool's default switching activity, not on a simulated workload.

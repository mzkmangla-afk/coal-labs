$ cat design/flow/design.v
module mul8s_seq (
    input        clk,
    input        rst,
    input  signed [7:0] a,
    input  signed [7:0] b,
    output reg signed [15:0] y,
    output reg   ready
);
    reg signed [15:0] multiplicand;
    reg signed [7:0]  multiplier;
    reg [3:0] count;
    always @(posedge clk or posedge rst) begin
        if (rst) begin
            y <= 0;
            ready <= 0;
            count <= 0;
        end else begin
            if (count == 0) begin
                multiplicand <= {{8{a[7]}}, a};  
                multiplier   <= b;
                y <= 0;
                ready <= 0;
                count <= 1;
            end
            else if (count <= 8) begin
                if (multiplier[0])
                    y <= y + multiplicand;
                multiplicand <= multiplicand <<< 1;
                multiplier   <= multiplier >>> 1;
                count <= count + 1;
                if (count == 8)
                    ready <= 1;
            end
        end
    end
endmodule
$ cat design/flow/constraint.sdc
current_design mul8s_seq

set clk_period 9.1
set clk_io_pct 0.2

create_clock -name clk0 -period $clk_period [get_ports {clk}]

set non_clock_inputs [all_inputs -no_clocks]
set_input_delay [expr $clk_period * $clk_io_pct] -clock clk0 $non_clock_inputs
set_output_delay [expr $clk_period * $clk_io_pct] -clock clk0 [all_outputs]
$ cat design/flow/run.sh
#!/bin/bash
# OpenROAD 26Q1-2900-gdf79404cd8, Yosys 0.63+post, stock flow scripts
make -C /OpenROAD-flow-scripts/flow DESIGN_CONFIG=/design/flow/config.mk WORK_HOME=/design/flow/orfs finish
$ cat design/flow/config.mk
export PLATFORM = sky130hd
export DESIGN_NAME = mul8s_seq
export DESIGN_NICKNAME = mul8s_seq
export VERILOG_FILES = /design/flow/design.v
export SDC_FILE = /design/flow/constraint.sdc
export NUM_CORES = 4
export LEC_CHECK = 1
export CORE_UTILIZATION = 50
==> out/metrics.csv <==
stage,metric,value,unit
status,outcome,completed,
yosys,Top cell area share,0.280,
floorplan,chip width,73.8,um
placement,Final GP Congestion,0.809,
cts,post_cts resized,0,
drt,routed via count,1856,
drt,number of remaining DRC errors,0,
final_timing,hold_ws,517,ps
cells_and_area,Fillers,422,
cts,CTS buffer count,5,
cells_and_area,Non-Filler Instances,356,
final_timing,f_max,0.331,GHz
global_routing,Global Route Usage Sum,0.214,
cells_and_area,Flop area,1250,um^2
final_timing,Final period util,0.332,
placement,post-DP HPWL,3580,um
global_routing,initial antenna violation count,0,
cts,clock transition at the registers of the reported paths,80,ps
final_timing,clk_skew,3.67,ps
pwr,Final Power,0.711,mW
yosys,XORs/XNORs by Area,0.0340,
job,Log Warnings,27,
pwr,Switching Fraction,0.331,
setup_path,crit path DRT,7280,ps
yosys,"FA/HA/MAJ Cells, Area Fraction",0.0943,
final_timing,"Setup violations, final",0,
yosys,Post-Synthesis Cells,254,
cts,CTS Root Cell,clkbuf_8,
placement,Setup WS pre-CTS,6080,ps
setup_path,type of the worst setup path,register to primary output,
final_timing,Max Slew Vio Count,0,
yosys,"FF+latch count, synth",45,
placement,IO buf count,34,
yosys,yosys warns,1,
drt,n_diodes,0,
final_timing,fin crit period,3020,ps
floorplan,Top-Level Pins,35,
floorplan,fp_density,0.531,
drt,drt first pass iters,4,
setup_path,Crit-path slowest cell,clkdlybuf4s50_1,
yosys,Async SR Flop Fraction,0.467,
setup_path,Worst Reg-to-Reg Cells,7,
final_timing,normalized max-slew margin,0.503,
yosys,Post-synth area hogs,"edfxtp_1 28%, dfrtp_1 20%, nand2_1 8.6%, ha_1 8.3%, a21o_1 4.7%",
floorplan,chip area,5440,um^2
cts,CTS sink cnt,45,
pwr,Clock Power Share,0.170,
yosys,yosys aoi share,0.207,
cells_and_area,Finished Cell Area,3060,um^2
cells_and_area,logic area,1250,um^2
placement,DP Cell Count,348,
pwr,Pwr Density,232,nW/um^2
hold_path,WHS Path Cells,1,
cts,Post-CTS Setup Inserts,0,
floorplan,Core Rows,25,
floorplan,Die Y,73.8,um
cells_and_area,Layout Area Growth over Synthesis,19.0,%
setup_path,CP top delay family,buffers and inverters,
drt,per-cell routed wire length,13.8,um
yosys,Mapped Area,2570,um^2
pwr,P_sw,0.235,mW
setup_path,Crit Path Max Fanout,4,
final_timing,Fin. Hold Viols,0,
final_timing,final worst setup slack,6080,ps
cells_and_area,layout cells sized above 1,0.0796,
yosys,Top logic family,AND-OR/OR-AND gates,
final_timing,setup TNS,0,ps
global_routing,grt ovf,0,
yosys,Mux area share,0.00826,
drt,DRT iter0 DRCs,84,
cts,CTS tree,yes,
drt,Routed Antenna Nets,0,
yosys,"area leader, netlist",edfxtp_1,
drt,Post-Route WL,4910,um
yosys,simple share,0.141,
placement,Placed Area,2980,um^2
yosys,Syn Area/Cell,10.1,um^2
yosys,main flop type,edfxtp_1,
global_routing,first-pass GRT wire length,8270,um
floorplan,total core area,4850,um^2
yosys,# Cells Yosys,254,
setup_path,"slowest stage delay, CP",480,ps
pwr,logic gate share of total power,0.444,
pwr,Static Leak,1.33,nW
setup_path,Setup crit end kind,primary output,
cts,"Hold-fix buffers, CTS",0,
global_routing,pin count of the biggest net entering global routing,27,
pwr,Reg power frac,0.386,
yosys,Yosys chip area,2570,um^2
cts,htree depth,2,
yosys,Post-synth seq share,0.484,
yosys,"EDFF count, synth",24,
global_routing,vias in the first global route,1723,
hold_path,worst min path class,register to register,
setup_path,worst path bufs/invs,1,
cts,worst skew pair latency,290,ps
setup_path,crit path DAT,1200,ps
setup_path,Worst path depth,1,
setup_path,cell chain of the critical path,clkdlybuf4s50_1,
final_timing,unrepaired setup endpoints after global routing,false,
yosys,Yosys cell types,47,
drt,vias per cell,5.21,
cells_and_area,post-layout util,0.632,
setup_path,critical path startpoint category,register,
final_timing,Tightest Pin Transition,746,ps
pwr,Internal,0.475,mW
pwr,Max VDD drop,0.0946,mV
job,maxcap violations,0,
cts,clock tree buffer depth,2,
## flip-flops by register name (all words and copies together), names as in the netlist
register / count
y: 16
ready: 1
multiplicand: 16
multiplier: 8
count: 4
## layout make-up
cell class,count,share of cell area
repair buffers,37,0.118
well taps,67,0.0274
multi-input cells,190,0.408
inverters,9,0.0110
clock inverters,3,0.00572
clock buffers,5,0.0225
flip-flops and latches,45,0.407
## Yosys cell counts (2+ instances only)
library cell  instances
nor2_1                6
nand2_1              59
a21o_1               16
a21o_2                2
dfrtp_1              21
inv_1                 9
and3_1                2
a31oi_1               4
o211ai_1              2
a22o_1                4
a211oi_1              3
nand2b_1              2
nand3_1               2
a21oi_1              10
o21a_1                2
xnor2_1               4
clkbuf_1              7
and2_1                4
edfxtp_1             24
nand4_1               2
ha_1                 17
o21ai_0              20
xor2_1                6
nor3_1                3
## cell families (layout without fill, tap and decap cells)
family          Yosys count  in the layout
flops                    45             45
xor+xnor                 10             10
mux                       2              2
compound gates           75             75
buf+inv                  19             54
simple gates             84             84
fa+ha+maj                19             19
## per-layer routing
layer | share of wire | vias up | global-route usage | wire, um
li1 | - | 977 | - | -
met1 | 0.52 | 847 | 0.362 | 2540
met2 | 0.44 | 28 | 0.324 | 2180
met3 | 0.028 | 4 | 0.0361 | 136
met4 | 0.0098 | 0 | 0.0214 | 48
met5 | 0 | - | 0 | 0
## final timing paths
path / from / end / slack [ps]
min reg2reg: ready / ready / 520
max: y[1] / y[1] / 6080
max reg2reg: count[0] / y[15] / 6360
min: ready / ready / 520
max in group asynchronous: rst / y[13] / 6950
min in group asynchronous: rst / ready / 1920
## placed cells by master (no fill, tap or decap), drive strengths merged, types with 3 or more instances in the layout
cell and count:
nand2 59, clkdlybuf4s50 34, edfxtp 24, dfrtp 21, o21ai 20, a21o 18, ha 17, a21oi 10
inv 9, xor2 6, nor2 6, clkbuf 5, a22o 4, and2 4, a31oi 4, xnor2 4
nor3 3, a211oi 3, buf 3, o211ai 3
## power groups by stage
stage	sequential [mW]	clock, mW	combinational, mW
4_1_cts	0.275	0.127	0.318
5_1_grt	0.279	0.136	0.358
6_report	0.274	0.121	0.315
Power is estimated from default activity; no workload was simulated.
